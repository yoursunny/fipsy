==> /design/flow/design.v <==
module baudgen_rx #(
         parameter BAUDRATE = 216   
)(
         input wire rstn,          
         input wire clk,           
         input wire clk_ena,       
         output wire clk_out       
);
localparam N = $clog2(BAUDRATE);
localparam M2 = (BAUDRATE >> 1);
reg [N-1:0] divcounter = 0;
always @(posedge clk)
  if (!rstn)
    divcounter <= 0;
  else if (clk_ena)
    divcounter <= (divcounter == BAUDRATE - 1) ? 0 : divcounter + 1;
  else
    divcounter <= BAUDRATE - 1;
assign clk_out = (divcounter == M2) ? clk_ena : 0;
endmodule
`default_nettype none
module uart_rx #(
         parameter BAUDRATE = 216    
)(
         input wire clk,          
         input wire rstn,         
         input wire rx,           
         output reg rcv,          
         output reg [7:0] data    
);
wire clk_baud;
reg bauden;   
reg clear;    
reg load;     
reg rx_r;
always @(posedge clk)
  rx_r <= rx;
baudgen_rx #(BAUDRATE)
  baudgen0 (
    .rstn(rstn),
    .clk(clk),
    .clk_ena(bauden),
    .clk_out(clk_baud)
  );
reg [3:0] bitc;
always @(posedge clk)
  if (clear)
    bitc <= 4'd0;
  else if (clear == 0 && clk_baud == 1)
    bitc <= bitc + 1;
reg [9:0] raw_data;
always @(posedge clk)
  if (clk_baud == 1)
    raw_data <= {rx_r, raw_data[9:1]};
always @(posedge clk)
  if (rstn == 0)
    data <= 0;
  else if (load)
    data <= raw_data[8:1];
localparam IDLE = 2'd0;   
localparam RECV = 2'd1;   
localparam LOAD = 2'd2;   
localparam DAV = 2'd3;    
reg [1:0] state;
reg [1:0] next_state;
always @(posedge clk)
  if (!rstn)
    state <= IDLE;
  else
    state <= next_state;
always @(posedge clk) begin
  next_state = state;       
  bauden = 0;
  clear = 0;
  load = 0;
  case(state)
    IDLE: begin
      clear = 1;
      rcv = 0;
      if (rx_r == 0)
        next_state = RECV;
    end
    RECV: begin
      bauden = 1;
      rcv = 0;
      if (bitc == 4'd10)
        next_state = LOAD;
    end
    LOAD: begin
      load = 1;
      rcv = 0;
      next_state = DAV;
    end
    DAV: begin
      rcv = 1;
      next_state = IDLE;
    end
    default:
      rcv = 0;
  endcase
end
endmodule
==> /design/flow/run.sh <==
#!/bin/bash
# OpenROAD 26Q1-2900-gdf79404cd8, Yosys 0.63+post, stock flow scripts
make -C /OpenROAD-flow-scripts/flow DESIGN_CONFIG=/design/flow/config.mk WORK_HOME=/design/flow/orfs finish
==> /design/flow/config.mk <==
export PLATFORM = sky130hd
export DESIGN_NAME = uart_rx
export DESIGN_NICKNAME = uart_rx
export VERILOG_FILES = /design/flow/design.v
export SDC_FILE = /design/flow/constraint.sdc
export NUM_CORES = 4
export LEC_CHECK = 1
export CORE_AREA = 10 10 98 98
export DIE_AREA = 0 0 108 108
==> /design/flow/constraint.sdc <==
current_design uart_rx

set clk_period 2.4
set clk_io_pct 0.2

create_clock -name clk0 -period $clk_period [get_ports {clk}]

set non_clock_inputs [all_inputs -no_clocks]
set_input_delay [expr $clk_period * $clk_io_pct] -clock clk0 $non_clock_inputs
set_output_delay [expr $clk_period * $clk_io_pct] -clock clk0 [all_outputs]
==> changes_impl.md <==
### Metrics

- Total of max-cap violations: 0
- Post-synth top cells: dfxtp_1 (29), nor2_1 (13), edfxtp_1 (9)
- CTS HTree Levels: 2
- Crit path buf inv count: 1
- Status: complete, no violations
- Fraction of registers with async set/reset: 0%
- Hold Crit Start: raw_data[9]
- Reg-to-reg slack, setup: approximately 930 ps
- Buffers on Ports: 11
- CP peak stage delay: between 400 and 500 ps
- Drt via density: 3.73
- Clock latency (worst-skew pair): approximately 280 ps
- Yosys top cell by area: dfxtp_1
- Worst r2r src: baudgen0.divcounter[0]
- Yosys chip area: approximately 0.0014 mm^2
- CP startpoint: data[0]
- Path type of the worst setup path: register to output port
- Post-Route Setup TNS: 0 ps
- Post-DR wirelength/cell: 9.79 um
- Die W: approximately 110 um
- Peak VDD IR: approximately 0.00042 V
- Power per cell area: 670 mW/mm^2
- TritonCTS Buffers: 5
- Slew HR: between 60% and 70%
- Synth flops: 38
- Ant diodes: 0
- Cell Type Count: 35
- Worst-path clk slew: around 70 ps
- Met3 GRT Util: 0.723%
- CTS tree: yes
- Endpoint type of the worst setup path: output port
- Clk root buf: clkbuf_8
- Worst Tran Pin Value: 499 ps
- Synth warn: 2
- Post-synthesis average cell area: between 10 and 15 um^2
- Crit-path leading delay family: buffers and inverters
- GRT Total Usage: between 4 and 5%
- Via Count: about 920
- Sequential cell area fraction in the yosys report: between 50% and 60%
- Drt first pass iters: 4
- Leakage: 0.599 nW
- Met2 usage: ~6.7%
- Total power: between 1 and 1.5 mW
- Worst R2R End: bitc[3]
- Post-Route WL: about 2400 um
- Post-route ant nets: 0
- CP Cell Sequence: clkdlybuf4s50_1
- Stage-log warning count: 27
- First DRT Iteration DRCs: 23
- Post-Syn Area: about 0.0014 mm^2
- Final hold viol count: 0
- Slowest-stage cell, CP: clkdlybuf4s50_1
- Die height: 108 um
- CP required: 1920 ps
- Die ar.: 0.0117 mm^2
- GR Layer Usage met1: 5.94%
- Core Util at FP: around a fifth
- CTS max path bufs: 2
- # Cells Yosys: approximately 130
- Critical Path Stages: 1
- Row count: 32
- I/O pins: 12
- GRT Max-Usage Layer: met2
- Peak fanout along the critical path: 2
- Reg2reg path depth: 5
- Synthesized instance count: 129
- Dpl hpwl: roughly 1700 um
- Fmax: 631 MHz
- Area Growth Syn to Fin: 22.4%
- Antenna violations before repair: 0
- Pin count of the biggest net entering global routing: 14
- Final Skew: 5.51 ps
- Vias in the first global route: a little under 900
- Clock sink total: 38
- RSZ-0062 raised after global routing: false
- Layout cells sized above 1: 11.0%
- CTS hold repair buffers: 0
- Clock period minus worst slack: ~1600 ps
- Count leader, synth: dfxtp_1
- # DRC: 0
- Final GP Congestion: a little over 0.7
- Post-CTS sizing: 0
- Final Setup Violations: 0
- Top cells by area: dfxtp_1 (40%), edfxtp_1 (19%), mux2i_1 (5.6%)
- First-pass GRT wire length: 4150 um
- HP Class: register to register
- Crit path to: data[0]
- Core box area: ~0.0076 mm^2
- Ys flop type: dfxtp_1
- Post CTS Setup Buffer Count: 0
- Cycle use final: between 60% and 70%
- Top cell area share: 40.3%
- EDFF count, synth: 9
- Startpoint type of the worst setup path: register
- Worst Path Arrival: ~1100 ps
- Pins Over Slew Limit: 0
- GRT Residual Overflow: 0
layout by cell type, fill, tap and decap left out, types with 2 or more instances in the layout:
master,instances
nand2_1,4
clkdlybuf4s50_1,11
o21ai_0,7
or3_2,2
clkbuf_8,6
and2_1,3
xor2_1,2
ha_1,4
o31ai_1,2
nor2_1,13
nor3_1,3
o22ai_1,2
dfxtp_1,29
a21oi_1,7
inv_1,7
nand3_1,3
nor2b_1,4
mux2i_1,8
nand4_1,2
edfxtp_1,9
report_power, final:
group | switching [mW] | leakage (nW) | internal (mW) | total (mW)
clock | 0.215 | 0.0472 | 0.231 | 0.446
combinational | 0.0228 | 0.234 | 0.0233 | 0.0461
sequential | 0.0207 | 0.318 | 0.668 | 0.688
how the worst min path moves through the flow:
| stage | to | slack [ps] | cells past startpoint |
|---|---|---|---|
| CTS | raw_data[8] | 440 | 0 |
| global route | raw_data[8] | 460 | 0 |
| finish | raw_data[8] | 430 | 0 |
stage by stage:
step | cells | util, % | hold slack, ps | setup WS (ps) | instance area, um^2
floorplan | 129 | - | 400 | 908 | 1440
global placement | 239 | 21.8 | 415 | 792 | 1670
detailed placement | 239 | 21.8 | 406 | 781 | 1670
CTS | 247 | 23.1 | 437 | 791 | 1760
global route | 247 | 23.1 | 456 | 743 | 1760
finish | 247 | 23.1 | 432 | 816 | 1760
sequential cells by signal, summed over array words and instances (netlist names), 2 cells and up:
name	count
raw_data	9
baudgen0.divcounter	8
data	8
bitc	4
next_state	2
state	2
cell type report:
type | instances | area, um^2
fillers | 817 | 5880
clock inverters | 2 | 12.5
repair buffers | 12 | 118
well taps | 102 | 128
inverters | 7 | 26.3
clock buffers | 6 | 82.6
multi-input cells | 80 | 546
flip-flops and latches | 38 | 851
cells by family (layout without fill, tap and decap cells):
logic type      count (synthesis)  after routing  synth area share, %
compound gates                 22             22                 8.95
xor+xnor                        3              3                 1.82
fa+ha+maj                       4              4                 3.48
buf+inv                        11             27                 3.04
flops                          38             38                 59.1
mux                             9              9                 6.34
simple gates                   42             42                 17.3
layer usage:
layer	vias up	wire length (um)
met5	-	0
met4	0	40
met3	2	39
met2	10	1140
met1	427	1200
li1	483	-
No activity file was given, so power comes from the tool's default toggle rates.
