$ cat flow/design.v
`default_nettype none
module baudgen_tx #(
          parameter BAUDRATE = 216   
)(
          input wire rstn,               
          input wire clk,                
          input wire clk_ena,            
          output wire clk_out            
);
localparam N = $clog2(BAUDRATE);
reg [N-1:0] divcounter = 0;
always @(posedge clk)
  if (!rstn)
    divcounter <= 0;
  else if (clk_ena)
    divcounter <= (divcounter == BAUDRATE - 1) ? 0 : divcounter + 1;
  else
    divcounter <= BAUDRATE - 1;
assign clk_out = (divcounter == 0) ? clk_ena : 0;
endmodule
`default_nettype none
module uart_tx #(
         parameter BAUDRATE = 216   
)(
         input wire clk,         
         input wire rstn,        
         input wire start,       
         input wire [7:0] data,  
         output reg tx,          
         output reg ready      
);
wire clk_baud;
reg [4:0] bitc;
reg [7:0] data_r;
reg load;     
reg baud_en;  
always @(posedge clk)
  if (start == 1 && state == IDLE)
    data_r <= data;
reg [18:0] shifter;
always @(posedge clk)
  if (rstn == 0)
    shifter <= 10'b11_1111_1111;
  else if (load == 1)
    shifter <= {data_r,11'b01111111111};
  else if (load == 0 && clk_baud == 1)
    shifter <= {1'b1, shifter[18:1]};
always @(posedge clk)
  if (!rstn)
    bitc <= 0;
  else if (load == 1)
    bitc <= 0;
  else if (load == 0 && clk_baud == 1)
    bitc <= bitc + 1;
always @(posedge clk)
	begin
	  tx <= shifter[0];
	end
baudgen_tx #( .BAUDRATE(BAUDRATE))
BAUD0 (
    .rstn(rstn),
    .clk(clk),
    .clk_ena(baud_en),
    .clk_out(clk_baud)
  );
localparam IDLE  = 0;   
localparam START = 1;   
localparam TRANS = 2;   
reg [1:0] state;
reg [1:0] next_state;
always @(posedge clk)
  if (!rstn)
    state <= IDLE;
  else
    state <= next_state;
always @(negedge clk) begin   
  next_state = state;       
  load = 0;
  baud_en = 0;
  case (state)
    IDLE: begin
      ready = 1;
      if (start == 1)
		  begin
        next_state = START;
		end
    end
    START: begin
      load = 1;
      baud_en = 1;
      ready = 0;
      next_state = TRANS;
    end
    TRANS: begin
      baud_en = 1;
      ready = 0;
      if (bitc == 20)
        next_state = IDLE;
    end
    default:
      ready = 0;
  endcase
end
endmodule
$ cat flow/run.sh
#!/bin/bash
# OpenROAD 26Q1-2900-gdf79404cd8, Yosys 0.63+post, stock flow scripts
make -C /OpenROAD-flow-scripts/flow DESIGN_CONFIG=/design/flow/config.mk WORK_HOME=/design/flow/orfs finish
$ cat flow/config.mk
export PLATFORM = sky130hd
export DESIGN_NAME = uart_tx
export DESIGN_NICKNAME = uart_tx
export VERILOG_FILES = /design/flow/design.v
export SDC_FILE = /design/flow/constraint.sdc
export NUM_CORES = 4
export LEC_CHECK = 1
export CORE_AREA = 10 10 111 111
export DIE_AREA = 0 0 121 121
$ cat flow/constraint.sdc
current_design uart_tx

set clk_period 4.3
set clk_io_pct 0.2

create_clock -name clk0 -period $clk_period [get_ports {clk}]

set non_clock_inputs [all_inputs -no_clocks]
set_input_delay [expr $clk_period * $clk_io_pct] -clock clk0 $non_clock_inputs
set_output_delay [expr $clk_period * $clk_io_pct] -clock clk0 [all_outputs]
==> metrics.csv <==
stage;metric;value;unit
yosys;top_cell;dfxtp_1;
run;drv_cap;0;
yosys;synth_seq_share;0.524;
final_timing;worstMarginPinSlew;0.645;ns
clock_tree;h-tree-depth;2;
layout;drive_above_1_share;0.0625;
placement;hpwl;2.41;mm
placement;globalplace.congestion;0.845;
critical_path;slowest_delay;0.47;ns
placement;io_buffers;12;
final_timing;fin_ws;0.163;ns
yosys;synth_cell_types;35;
die;die_h;121;microns
clock_tree;cts_sinks;48;
die;dieArea;14600;sq um
critical_path;crit_buf_inv;1;
global_route;grt_use_total;0.0501;
yosys;synthArstFlopShare;0;
detailed_routing;ant_nets;0;
critical_path;path_class;register to output port;
power;ir_drop;288;uV
critical_path;cp.required;3.44;ns
layout;syn2layout_area_growth;20.6;%
yosys;top_cell_area_share;0.403;
clock_tree;cts-resized-gates;0;
die;core;9860;sq um
final_timing;finalSetupTns;0;ns
final_timing;setup_viol;0;
final_timing;hold_viol_final;0;
die;num_rows;36;
yosys;area_leaders;dfxtp_1 40%, edfxtp_1 12%, nand3_1 9.1%;
clock_tree;cts_made_buffers;5;
clock_tree;cts.path.max_buffers;2;
yosys;synth_area;1990;sq um
global_route;grt_overflow;0;
final_timing;whs;0.355;ns
run_status;status;completed;
global_route;grt_start_max_net_pins;24;
min_path;hp-class;register to register;
final_timing;rsz0062_at_grt;no;
detailed_routing;wl_per_cell;10.5;microns
critical_path;critPathLaunchType;register;
global_route;grt_pass1_vias;1352;
detailed_routing;vias;1552;
final_timing;fin_worst_skew;0.0668;ns
yosys;netlist_instances;210;
yosys;synth.avg_cell_area;9.47;sq um
detailed_routing;first_pass_iters;4;
detailed_routing;antenna_cells;0;
detailed_routing;first_iter_violations;135;
critical_path;critPathSlowestCell;clkdlybuf4s50_1;
global_route;grt_first_pass_wirelength;6.31;mm
placement;dp_slack;0.269;ns
clock_tree;cts_setup_buffers;0;
yosys;top_area_cell;dfxtp_1;
critical_path;critPathArrivalTime;3.28;ns
critical_path;cp-end-kind;output port;
clock_tree;clk_pin_slew;0.08;ns
detailed_routing;drc;0;
yosys;edf_count;8;
run;tool_warnings;35;
critical_path;path_cells;clkdlybuf4s50_1;
power;p_leak;0.808;nW
yosys;ys_top_cells_by_count;40 x dfxtp_1, 36 x nand3_1, 33 x o21ai_0, 13 x inv_1, 10 x clkbuf_1;
die;fp-utilization;0.202;
clock_tree;holdBufCountCts;0;
yosys;yosysCellCount;210;
yosys;ff_type;dfxtp_1;
clock_tree;cts_root_buf;clkbuf_8;
final_timing;drv_slew;0;
final_timing;relSlewSlack;0.570;
die;io-pin-count;13;
yosys;yosys-stat-area;1990;sq um
detailed_routing;viasPerCell;4.35;
clock_tree;clock_latency;0.36;ns
critical_path;cp_max_fo;1;
die;dieWidth;121;microns
critical_path;crit_family;buffers and inverters;
yosys;ys_ff;48;
yosys;yosysWarnings;2;
clock_tree;tritoncts;done;
power;power_density;432;nW/um^2
detailed_routing;drt-total-wl;3.74;mm
global_route;antenna_found_initial;0;
==> per-layer routing <==
| layer | up-vias | GRT usage | share of wire | wire, microns |
|---|---|---|---|---|
| met5 | - | 0 | 0 | 0 |
| li1 | 793 | - | - | - |
| met2 | 41 | 0.0759 | 0.43 | 1600 |
| met1 | 714 | 0.0733 | 0.51 | 1920 |
| met3 | 4 | 0.0104 | 0.044 | 164 |
| met4 | 0 | 0.00830 | 0.014 | 52 |
==> cells by family (layout without fill, tap and decap cells) <==
logic type                 Yosys count  after routing  share of synthesized area
adders and majority gates            8              8                     0.0503
buffers and inverters               26             40                     0.0541
and+or+nand+nor                     62             62                      0.176
xor gates and xnor gates             3              3                     0.0132
DFF                                 48             48                      0.524
muxes                                1              1                    0.00503
AOI/OAI and AO/OA                   62             62                      0.177
==> placed cells by master, fill, tap and decap left out, types with 5 or more instances in the layout <==
cell type	n
a21oi_1	9
a31oi_1	8
clkbuf_8	5
clkdlybuf4s50_1	12
dfxtp_1	40
edfxtp_1	8
ha_1	8
inv_1	17
nand2_1	6
nand3_1	36
o21ai_0	33
==> flip-flops by register name, indices dropped and copies added (netlist names), 2 cells and up <==
name / count
next_state: 2
shifter: 19
state: 2
BAUD0.divcounter: 8
bitc: 5
data_r: 8
==> final timing paths <==
path	slack (ns)	endpoint	cells past startpoint	start
max	0.16	ready	1	ready
min reg2reg	0.36	tx	0	shifter[0]
max reg2reg	0.22	bitc[3]	3	baud_en
min	0.36	tx	0	shifter[0]
==> worst reg2reg max path, cell delays in order (launching register included) <==
cell	delay, ns
dfxtp_1	0.48
or4b_4	0.64
or4_1	0.53
a21oi_1	0.15
==> per-stage QoR <==
stage	utilization	instance area [sq um]	cells	power [W]
after floorplan	-	1990	210	0.000632
after global placement	0.228	2250	345	0.000671
after detailed placement	0.228	2250	345	0.000672
after CTS	0.243	2400	357	0.00105
after global routing	0.243	2400	357	0.00110
final	0.243	2400	357	0.00104
==> power breakdown <==
part	internal [W]	total, W	switching (W)
combinational	0.0000529	0.000126	0.0000730
clock	0.000217	0.000382	0.000165
sequential	0.000497	0.000529	0.0000320
==> cell type report <==
class | instances | area [sq um]
Fill cell | 1046 | 7470
Sequential cell | 48 | 1040
Multi-Input combinational cell | 136 | 852
Tap cell | 133 | 166
Timing Repair Buffer | 15 | 143
Clock buffer | 6 | 93.8
Clock inverter | 7 | 57.6
Inverter | 12 | 45.0
No activity file was given, so power comes from the tool's default toggle rates.
