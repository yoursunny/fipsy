## flow/run.sh

```bash
#!/bin/bash
# OpenROAD 26Q1-2900-gdf79404cd8, Yosys 0.63+post, stock flow scripts
make -C /OpenROAD-flow-scripts/flow DESIGN_CONFIG=/design/flow/config.mk WORK_HOME=/design/flow/orfs finish
```

## flow/config.mk

```make
export PLATFORM = sky130hd
export DESIGN_NAME = neopixel_tx_fsm
export DESIGN_NICKNAME = neopixel_tx_fsm
export VERILOG_FILES = /design/flow/design.v
export SDC_FILE = /design/flow/constraint.sdc
export NUM_CORES = 4
export LEC_CHECK = 1
export CORE_UTILIZATION = 30
```

## flow/constraint.sdc

```tcl
current_design neopixel_tx_fsm

set clk_period 3.2
set clk_io_pct 0.2

create_clock -name clk0 -period $clk_period [get_ports {clk}]

set non_clock_inputs [all_inputs -no_clocks]
set_input_delay [expr $clk_period * $clk_io_pct] -clock clk0 $non_clock_inputs
set_output_delay [expr $clk_period * $clk_io_pct] -clock clk0 [all_outputs]
```

## flow/design.v

```verilog
`timescale 1ns / 1ps
module neopixel_tx_fsm(
	input wire clk,					 
	input wire rst,					 
	input wire mode,					 
	input wire tx_enable,			 
	input wire empty_flg,			 
	input wire [23:0] neo_dIn,		 
	input wire rgb_msgTyp,			 
	output wire rd_next,				 
	output wire neo_tx_out			 
   );
	parameter idle = 2'b00;				 
	parameter chk_fifo = 2'b01;		 
	parameter neo_sendRst = 2'b10;    
	parameter neo_sendRGB = 2'b11; 	 
	reg [1:0] neostate;
	reg [4:0] dataCntr; 	 
	reg [9:0] pulseCntr;	 
	reg tx_compSig;		 
	reg neo_dOut;			 
	wire [9:0] onePulse; 	 
	wire [9:0] zeroPulse;  	 
	wire [9:0] fullPulse;	 
	parameter rst_pulse 	= 10'd1020;  
	parameter one800 		= 10'd12;	 
	parameter zero800		= 10'd5;		 
	parameter pulse800	= 10'd23;    
	parameter one400		= 10'd12;
	parameter zero400		= 10'd26;
	parameter pulse400	= 10'd48;
	always@(posedge clk or negedge rst) begin
		if(!rst) begin  
			neostate <= idle;
		end
		else begin  
			case(neostate)
				idle: begin  
					if(!empty_flg && tx_enable) begin  
						neostate <= chk_fifo;
					end
				end  
				chk_fifo: begin  
					if(empty_flg || !tx_enable) begin  
						neostate <= idle;
					end
					else begin  
						if(rgb_msgTyp) begin  
							neostate <= neo_sendRGB;
						end
						else begin  
							neostate <= neo_sendRst;
						end
					end  
				end  
				neo_sendRst: begin  
					if(tx_compSig) begin  
						neostate <= chk_fifo;
					end
				end  
				neo_sendRGB: begin  
					if(tx_compSig) begin
						neostate <= chk_fifo;
					end
				end  
			endcase  
		end
	end  
	always@(posedge clk ) begin
		if(neostate == neo_sendRst) begin  
			if(pulseCntr >= rst_pulse) begin	 
				tx_compSig <= 1;					 
				neo_dOut <= 0;
			end
			else begin  
				neo_dOut <= 0;
			end
		end  
		else if(neostate == neo_sendRGB) begin  
			if(dataCntr > 0) begin  
				if(pulseCntr == fullPulse) begin  
					dataCntr <= dataCntr - 5'd1;
				end
				else if((neo_dIn[dataCntr - 1] && pulseCntr > onePulse && pulseCntr < fullPulse) ||
						  (!neo_dIn[dataCntr - 1] && pulseCntr > zeroPulse && pulseCntr < fullPulse)) begin
					neo_dOut <= 0;		 
				end
				else begin
					neo_dOut <= 1; 	 
				end
			end  
			else begin  
				dataCntr <= 5'd24;
				tx_compSig <= 1;
			end
		end  
		else begin  
			dataCntr <= 5'd24;  
			tx_compSig <= 0;	  
			if(neostate == chk_fifo && rgb_msgTyp && !empty_flg && tx_enable) begin  
				neo_dOut <= 1;  
			end
			else  begin  
				neo_dOut <= 0;
			end
		end  
	end  
	always@(posedge clk) begin
		if(neostate == neo_sendRst)begin  
			if(pulseCntr <= rst_pulse - 10'd1) begin
				pulseCntr <= pulseCntr + 10'd1;
			end
		end  
		else if (neostate == neo_sendRGB) begin  
			if(pulseCntr <= fullPulse) begin  
				pulseCntr <= pulseCntr + 10'd1;
			end
			else begin  
				 pulseCntr <= 0;
			end
		end  
		else begin  
			pulseCntr <= 0;
		end
	end  
	assign onePulse = (mode)? one800 : one400;
	assign zeroPulse = (mode)? zero800 : zero400;
	assign fullPulse = (mode)? pulse800 : pulse400;
	assign rd_next = tx_compSig;  
	assign neo_tx_out = neo_dOut;  
endmodule
```

==> impl_metrics.prom <==
# HELP chip_impl_metric Metrics from one implementation run
# TYPE chip_impl_metric gauge
chip_impl_info{name="synth.cells.most_frequent",value="16 x sky130_fd_sc_hd__edfxtp_1, 15 x sky130_fd_sc_hd__nor2_1, 11 x sky130_fd_sc_hd__nand3_1, 10 x sky130_fd_sc_hd__ha_1, 10 x sky130_fd_sc_hd__inv_1"} 1
chip_impl_metric{name="first_pass_iters",unit=""} 4
chip_impl_metric{name="synth.avg_cell_area",unit="um^2"} 10.6
chip_impl_metric{name="routedWlPerCell",unit="um"} 12.0
chip_impl_metric{name="maximum_vdd_drop",unit="mV"} 0.226
chip_impl_metric{name="finalClockPeriodUsage",unit=""} 0.836
chip_impl_metric{name="die_area",unit="um^2"} 5320
chip_impl_metric{name="synthToLayoutAreaGrowth",unit="%"} 28.4
chip_impl_info{name="run_status",value="complete, no violations"} 1
chip_impl_metric{name="final-setup-viol-count",unit=""} 0
chip_impl_metric{name="maxCapViolCount",unit=""} 0
chip_impl_info{name="cts_root_buffer",value="sky130_fd_sc_hd__clkbuf_8"} 1
chip_impl_metric{name="vias",unit=""} 1169
chip_impl_info{name="hold_path_startpoint",value="neostate[0]"} 1
chip_impl_metric{name="worstPathRequired",unit="ns"} 3.12
chip_impl_info{name="post-synth-top-count-cell",value="sky130_fd_sc_hd__edfxtp_1"} 1
chip_impl_metric{name="ant_nets",unit=""} 0
chip_impl_metric{name="synth_seq_share",unit=""} 0.399
chip_impl_info{name="endpoint_kind",value="flop"} 1
chip_impl_metric{name="finalCoreUtilization",unit=""} 0.405
chip_impl_metric{name="die_width",unit="um"} 72.9
chip_impl_metric{name="global_route_usage_sum",unit=""} 0.119
chip_impl_info{name="crit-reg2reg-launch",value="dataCntr[0]"} 1
chip_impl_metric{name="summed_negative_setup_slack_over_all_endpoints",unit="ns"} 0
chip_impl_metric{name="clock_tree_buf_depth",unit=""} 2
chip_impl_metric{name="gp_routability_congestion",unit=""} 1.01
chip_impl_metric{name="worst_hold_path.num_cells",unit=""} 2
chip_impl_metric{name="ys_types",unit=""} 39
chip_impl_metric{name="regToRegSetupSlack",unit="ns"} 0.78
chip_impl_info{name="ff_to_ff_end",value="neo_dOut"} 1
chip_impl_metric{name="p_leak",unit="nW"} 0.758
chip_impl_metric{name="cts_sinks",unit=""} 21
chip_impl_metric{name="cts_resized",unit=""} 0
chip_impl_metric{name="detail_route.vias_per_cell",unit=""} 4.83
chip_impl_metric{name="port-buffer-count",unit=""} 31
chip_impl_info{name="kind_of_critical_path",value="input pin to flop"} 1
chip_impl_metric{name="pnr_total_power",unit="W"} 0.000911
chip_impl_metric{name="cts.reportedPaths.clkPinSlew",unit="ns"} 0.07
chip_impl_metric{name="row_count",unit=""} 25
chip_impl_metric{name="asyncSetResetFlopFracSynth",unit=""} 0.190
chip_impl_metric{name="depth_of_the_cts_h_tree",unit=""} 1
chip_impl_metric{name="cts_setup_buffers",unit=""} 0
chip_impl_metric{name="starting_density_of_the_core",unit=""} 0.315
chip_impl_metric{name="synth.yosys.warnings",unit=""} 1
chip_impl_metric{name="power_per_cell_area",unit="nW/um^2"} 470
chip_impl_metric{name="ys_chip_area",unit="um^2"} 1510
chip_impl_metric{name="final.hold.worst_slack",unit="ns"} 0.509
chip_impl_metric{name="timing_hold_violations_final",unit=""} 0
chip_impl_metric{name="placeable_core_region",unit="um^2"} 4790
chip_impl_metric{name="floorplan.die.height",unit="um"} 72.9
chip_impl_metric{name="io-pin-count",unit=""} 32
chip_impl_metric{name="ff2ff_path_depth",unit=""} 8
chip_impl_metric{name="fraction_of_synthesized_cell_area_taken_by_the_top_area_cell_type",unit=""} 0.318
chip_impl_metric{name="syn-instance-count",unit=""} 142
chip_impl_info{name="min_to",value="neostate[0]"} 1
chip_impl_metric{name="worstMarginPinSlew",unit="ns"} 0.747
chip_impl_metric{name="syn_area",unit="um^2"} 1510
chip_impl_info{name="timing.critical_path.max_delay_family",value="simple AND/OR/NAND/NOR gates"} 1
chip_impl_metric{name="place_ws",unit="ns"} 0.288
chip_impl_metric{name="postSynthRegisterBits",unit=""} 21
chip_impl_info{name="clock_tree_from_tritoncts",value="done"} 1
chip_impl_metric{name="crit_path_max_fanout",unit=""} 6
chip_impl_metric{name="max_clock_freq",unit="MHz"} 374
chip_impl_metric{name="clock_latency",unit="ns"} 0.26
chip_impl_metric{name="timing.critical_path.slowest_cell_delay",unit="ns"} 0.59
chip_impl_metric{name="overflow",unit=""} 0
chip_impl_metric{name="critical_path_arrival",unit="ns"} 2.60
chip_impl_metric{name="antenna_found_initial",unit=""} 0
chip_impl_info{name="top_area_cell",value="sky130_fd_sc_hd__edfxtp_1"} 1
chip_impl_metric{name="n_diodes",unit=""} 0
chip_impl_info{name="crit_slowest_cell",value="sky130_fd_sc_hd__clkdlybuf4s50_1"} 1
chip_impl_metric{name="grt_pass1_wl",unit="mm"} 4.92
chip_impl_metric{name="wirelength",unit="mm"} 2.90
chip_impl_metric{name="holdBufCountCts",unit=""} 0
chip_impl_metric{name="detail_route.iter0.violations",unit=""} 42
chip_impl_info{name="rsz0062_at_grt",value="no"} 1
chip_impl_metric{name="grt_pass1_vias",unit=""} 1121
chip_impl_metric{name="stage_log_warnings",unit=""} 27
chip_impl_info{name="crit_path_cell_trace",value="clkdlybuf4s50_1 -> inv_1 -> ha_1 -> inv_1 -> nor3_1 -> and3_1 -> a21oi_1 -> nor2_1"} 1
chip_impl_metric{name="clock_skew_after_layout",unit="ns"} 0.00191
chip_impl_info{name="worstHoldPathType",value="flop to flop"} 1
chip_impl_metric{name="synth-cells-yosys",unit=""} 142
chip_impl_metric{name="remaining_drc_errors",unit=""} 0
chip_impl_metric{name="relSlewSlack",unit=""} 0.498
chip_impl_metric{name="final_layout_size_suffix_gt1_frac",unit=""} 0.0800
chip_impl_metric{name="timing.critical_path.buf_inv",unit=""} 3
chip_impl_info{name="start_kind",value="input pin"} 1
chip_impl_metric{name="finalCriticalPeriod",unit="ns"} 2.67
chip_impl_metric{name="tritoncts.num_buffers",unit=""} 3
chip_impl_info{name="cp_common_cell",value="sky130_fd_sc_hd__inv_1"} 1
chip_impl_metric{name="enable_flop_cells",unit=""} 16
chip_impl_info{name="synthFlopType",value="sky130_fd_sc_hd__edfxtp_1"} 1
chip_impl_info{name="top_cells_by_area",value="sky130_fd_sc_hd__edfxtp_1 32%, sky130_fd_sc_hd__mux4_1 10%, sky130_fd_sc_hd__ha_1 8.3%, sky130_fd_sc_hd__dfrtp_1 5.0%, sky130_fd_sc_hd__xor2_1 4.1%"} 1
chip_impl_metric{name="maximum_number_of_pins_on_one_net_before_global_route_repair",unit=""} 13
chip_impl_metric{name="timing.final.max_slew_violations",unit=""} 0
chip_impl_metric{name="detailed_place_hpwl",unit="mm"} 2.31
chip_impl_metric{name="finalWorstSetupSlack",unit="ns"} 0.525
cell type report:
cell class,count,area [um^2]
Clock buffer,3,41.3
Clock inverter,1,5.00
Fill cell,462,2850
Inverter,10,37.5
Multi-Input combinational cell,108,850
Sequential cell,21,602
Tap cell,67,83.8
Timing Repair Buffer,32,318
stage by stage:
step	cells	area [um^2]
global placement	238	1890
finish	242	1940
global route	242	1940
CTS	242	1940
detailed placement	238	1890
floorplan	142	1510
state kept, by name (all words and copies together) (netlist names):
register / cells
tx_compSig: 1
neostate: 4
neo_dOut: 1
pulseCntr: 10
dataCntr: 5
layer usage:
metal	share of wire	vias to the layer above	wire length, um	track usage
li1	-	591	-	-
met1	0.45	541	1310	0.167
met2	0.46	35	1350	0.194
met3	0.080	2	231	0.0364
met4	0.0048	0	14	0.00871
met5	0	-	0	0
report_power, final:
group	leakage [nW]	switching (W)	internal, W
Combinational	0.487	0.000154	0.000188
Clock	0.0255	0.0000826	0.0000866
Sequential	0.246	0.0000498	0.000350
logic make-up (layout without fill, tap and decap cells):
logic type,count (synthesis),count (layout),synth area share
AOI/OAI and AO/OA,24,24,0.103
xor gates and xnor gates,11,11,0.0638
adders and majority gates,10,10,0.0829
buffers and inverters,13,46,0.0381
DFF,21,21,0.399
muxes,9,9,0.127
and+or+nand+nor,54,54,0.187
cells in the final DEF, fill, tap and decap left out, types with 3 or more instances in the layout:
master                            count
sky130_fd_sc_hd__inv_1               10
sky130_fd_sc_hd__a21oi_1              7
sky130_fd_sc_hd__a31oi_1              4
sky130_fd_sc_hd__clkdlybuf4s50_1     31
sky130_fd_sc_hd__and3_1               4
sky130_fd_sc_hd__dfrtp_1              3
sky130_fd_sc_hd__nand3_1             11
sky130_fd_sc_hd__xor2_1               7
sky130_fd_sc_hd__ha_1                10
sky130_fd_sc_hd__o21ai_0              4
sky130_fd_sc_hd__nand2_1              6
sky130_fd_sc_hd__nor2b_1              6
sky130_fd_sc_hd__mux4_1               6
sky130_fd_sc_hd__edfxtp_1            16
sky130_fd_sc_hd__nor2_1              15
sky130_fd_sc_hd__xnor2_1              4
sky130_fd_sc_hd__clkbuf_8             3
sky130_fd_sc_hd__mux2_2               3
how the worst max path moves through the flow:
stage	start	cells after the start	to
global route	mode	10	pulseCntr[0]
CTS	mode	10	pulseCntr[9]
finish	mode	8	dataCntr[2]
worst reg2reg max path: cells and delay by family (launching register included):
kind            cells  cell delay [ns]
flops               1             0.57
buf+inv             1             0.08
mux                 2             0.60
simple gates        1             0.11
fa+ha+maj           1             0.44
compound gates      3             0.55
Power is estimated from default activity; no workload was simulated.
